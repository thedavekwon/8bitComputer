`flow/run.sh`:
```
#!/bin/bash
# OpenROAD 26Q1-2900-gdf79404cd8, Yosys 0.63+post, stock flow scripts
make -C /OpenROAD-flow-scripts/flow DESIGN_CONFIG=/design/flow/config.mk WORK_HOME=/design/flow/orfs finish
```
`flow/config.mk`:
```
export PLATFORM = sky130hd
export DESIGN_NAME = shiftregs
export DESIGN_NICKNAME = shiftregs
export VERILOG_FILES = /design/flow/design.v
export SDC_FILE = /design/flow/constraint.sdc
export NUM_CORES = 4
export LEC_CHECK = 1
export CORE_UTILIZATION = 30
```
`flow/constraint.sdc`:
```
current_design shiftregs

set clk_period 1.8
set clk_io_pct 0.2

create_clock -name clk0 -period $clk_period [get_ports {clk}]

set non_clock_inputs [all_inputs -no_clocks]
set_input_delay [expr $clk_period * $clk_io_pct] -clock clk0 $non_clock_inputs
set_output_delay [expr $clk_period * $clk_io_pct] -clock clk0 [all_outputs]
```
`flow/design.v`:
```
module shiftregs(output reg [7:0] data_out,
                 input [4:0]      address,  
                 input [7:0]      data_in,  
                 input            enable,  
                 input            clk
                );
    reg [7:0] regfile [0:31];  
    always @ (address or data_in or enable or clk) begin
        data_out = regfile[address];  
    end
    always @ (negedge clk) begin
        if (enable) begin
            regfile[address] = data_in;  
        end
    end
    integer i;
    initial begin  
        for (i = 0;i<32;i=i+1)
            regfile[i] = 0;
        regfile[29] = 8'b1111_1111;  
    end
endmodule
```
==> flow_metrics.py <==
# Generated from Yosys and OpenROAD reports
metrics = {
    "timing": {
        "slew_headroom": 0.583,
        "worst_slew_pin_slew_ps": 626,
        "finalHoldViolCount": 0,
        "hold_slack_ps": 1370,
        "setup_slack_ps": -1430,
        "finalMaxSlewViolations": 0,
        "tns_ps": -94460,
        "rsz0062_at_grt": "true",
        "setup_viol": 264,
    },
    "yosys": {
        "yosys_cells": 569,
        "yosys_area_sq_mm": 0.0100,
        "edf_count": 256,
        "async_flop_share": 0,
        "synth_area_sq_mm": 0.0100,
        "yosysTopAreaCellShare": 0.765,
        "mux_area_frac": 0.128,
        "ys_sh_xor": 0,
        "synth_area_per_cell_sq_um": 17.7,
        "numSynthFlops": 256,
        "ff_type": "edfxtp_1",
        "fa_ha_area_frac": 0,
        "synthAoiAreaFrac": 0.0399,
        "yosys-top-cells-count": "edfxtp_1 (256), mux2i_1 (128), o22ai_1 (64)",
        "topCombFamilyByArea": "multiplexers",
        "synth_cell_type_count": 22,
        "top_cells_by_area": "edfxtp_1 (77%), mux2i_1 (13%), o22ai_1 (4.0%)",
        "synth.cellmix.simpleShare": 0.0493,
        "largest_area_cell": "edfxtp_1",
        "most_common_cell": "edfxtp_1",
        "yosysWarnings": 1,
        "synth_cells": 569,
        "postSynthSeqShare": 0.765,
    },
    "route": {
        "drt_iter0_markers": 369,
        "drt_wl_total_um": 24900,
        "wl_per_cell_um": 17.4,
        "drc": 0,
        "drtAntennaViolNets": 0,
        "num_vias": 6554,
        "dr.pass1.iters": 5,
        "diodes": 0,
        "via_per_inst": 4.57,
    },
    "clock_network": {
        "cts_tree": "yes",
        "cts_max_level": 1,
        "root_buffer": "clkbuf_16",
        "cts_num_sinks": 256,
        "cts_made_buffers": 28,
        "cts_buffer_depth": 3,
        "cts.reportedPaths.clkPinSlew_ps": 30,
    },
    "worst_setup_path": {
        "critPathBufInv": 1,
        "timing_worst_setup_path_type": "register to primary output",
        "cp_max_fo": 1,
        "critPathRequiredTime_ps": 1440,
        "cpPeakStageDelay_ps": 430,
        "crit_cells": 5,
        "critPathArrivalTime_ps": 2870,
        "start_kind": "register",
        "crit_start": "regfile[8][6]",
        "cp_top_family": "simple AND/OR/NAND/NOR gates",
        "worst_path_max_delay_cell": "nor4_2",
        "path_cells": "mux2i_1 > o22ai_1 > nor4_2 > nand2_1 > buf_2",
        "crit_path_end_kind": "primary output",
    },
    "layout": {
        "largest_register_ffs": 256,
        "seqCellArea_sq_mm": 0.00769,
        "logic_area_sq_mm": 0.00287,
        "synthToLayoutAreaGrowth_pct": 48.0,
        "fin_util": 0.454,
        "drive_above_1_share": 0.284,
        "nFillCells": 2775,
    },
    "global_route": {
        "grt_pass1_wl_um": 37600,
        "grt_overflow_total": 0,
        "track_usage": 0.161,
        "grt_start_max_net_pins": 33,
        "grt_pass1_vias": 7117,
        "antenna_found_initial": 1,
    },
    "pwr": {
        "power.leakage_nw": 6.21,
        "report.power.total_mw": 15.9,
        "ir_worst_vdd_mv": 0.955,
        "power_density_mw_per_mm2": 1070,
    },
    "min_path": {
        "holdCritStartpoint": "address[2]",
        "whs_path_depth": 4,
        "holdPathEnd": "regfile[0][0]",
        "worst_hold_path_type": "primary input to register",
    },
    "flow_run": {
        "tool_warnings": 284,
        "max-cap-violations": 0,
    },
    "placement": {
        "portBuffers": 22,
        "post-dp-hpwl_um": 15100,
        "post-place-ws_ps": -1470,
        "gp_congestion": 0.848,
    },
    "die": {
        "io_pins": 23,
        "rows": 66,
        "die_x_um": 185,
        "die_h_um": 185,
        "chipArea_sq_mm": 0.0342,
        "core_area_sq_mm": 0.0327,
        "fp_util": 0.307,
    },
    "status": {
        "outcome": "complete, but fails checks",
        "violations": "setup timing",
    },
}
final cells by class:
cell class / count / area share
Clock buffer: 29 / 0.0488
Clock inverter: 275 / 0.0828
Sequential cell: 256 / 0.517
Timing Repair Buffer: 154 / 0.121
Tap cell: 442 / 0.0372
Multi-Input combinational cell: 277 / 0.193
metrics by stage:
stage / instances / instance area (sq um)
3_5_place_dp: 1114 / 12100
2_1_floorplan: 569 / 10300
4_1_cts: 1434 / 14800
5_1_grt: 1433 / 14900
3_3_place_gp: 1114 / 12100
6_report: 1433 / 14900
report_power, final:
group | switching, mW | internal (mW) | leakage (nW)
Combinational | 0.528 | 0.469 | 2.05
Sequential | 0.0159 | 6.69 | 2.31
Clock | 3.52 | 4.64 | 1.85
Total | 4.07 | 11.8 | 6.21
worst min-delay path, stage by stage:
cell	delay, ps
buf_6	110
buf_4	110
or3_4	190
nor2_4	100
how the worst max path moves through the flow:
stage / end
4_1_cts: data_out[3]
6_report: data_out[6]
5_1_grt: data_out[6]
routing by layer:
layer,part of all wire,vias to the layer above,GRT usage
li1,-,3124,-
met1,0.39,3149,0.192
met5,0,-,0
met2,0.48,238,0.234
met4,0.033,0,0.0783
met3,0.10,43,0.0968
cells by family after synthesis:
kind of cell,after synthesis
AND/OR/NAND/NOR,85
buffers and inverters,36
multiplexers,128
AND-OR/OR-AND,64
flip-flops,256
cell usage in the layout (no fill, tap or decap), drive strengths merged:
master,Yosys,layout
or4,1,1
nand4b,4,4
nand3,2,2
clkinvlp,0,7
dlygate4sd2,0,1
nand3b,4,4
or4b,4,4
inv,1,260
clkbuf,11,29
or3b,3,3
nor3,4,4
clkinv,0,1
nand4,1,1
mux2i,128,128
o22ai,64,64
or3,1,1
nand2,10,10
nor2,29,29
edfxtp,256,256
nand4bb,4,4
bufinv,0,7
or4bb,2,2
buf,24,145
nor4,16,16
clkdlybuf4s50,0,8
repair_timing:
item / 4_1_cts / 5_1_grt
setup endpoints to repair: 264 / 264
hold endpoints to repair: 0 / 0
pin swaps: 60 / 19
gates cloned: 1 / 0
hold buffers: 0 / 0
setup buffers: 21 / 5
gates resized: 155 / 24
Power is estimated from default activity; no workload was simulated.
