<file path="flow/design.v">
module pc(output reg [7:0] dout,  
          input [7:0]      din,  
          input            clk,
          input            control  
         );
    always @ (posedge clk) begin
        dout <= dout + 1;  
    end
    always @ (negedge clk) begin
        if(control == 1)begin
            dout <= din;  
        end
    end
    initial begin
        dout = 8'b1111_1111;
    end
endmodule
</file>
<file path="flow/run.sh">
#!/bin/bash
# OpenROAD 26Q1-2900-gdf79404cd8, Yosys 0.63+post, stock flow scripts
make -C /OpenROAD-flow-scripts/flow DESIGN_CONFIG=/design/flow/config.mk WORK_HOME=/design/flow/orfs finish
</file>
<file path="flow/config.mk">
export PLATFORM = sky130hd
export DESIGN_NAME = pc
export DESIGN_NICKNAME = pc
export VERILOG_FILES = /design/flow/design.v
export SDC_FILE = /design/flow/constraint.sdc
export NUM_CORES = 4
export LEC_CHECK = 1
export CORE_AREA = 10 10 70 70
export DIE_AREA = 0 0 80 80
</file>
<file path="flow/constraint.sdc">
current_design pc

set clk_period 1.2
set clk_io_pct 0.2

create_clock -name clk0 -period $clk_period [get_ports {clk}]

set non_clock_inputs [all_inputs -no_clocks]
set_input_delay [expr $clk_period * $clk_io_pct] -clock clk0 $non_clock_inputs
set_output_delay [expr $clk_period * $clk_io_pct] -clock clk0 [all_outputs]
</file>
==> notes.md <==
run metrics: cell total in the yosys stat output 33, largest area contributor in the netlist edfxtp_1, Yosys chip area approximately 520 um2, top cells by area edfxtp_1 46%, dfxtp_1 31%, xnor2_1 5.0%, xor2_1 5.0%, ha_1 2.4%, Simple-Gate Area Share under 10%, Seq/Total Area, Yosys 76.9%, status aborted with a tool error, Err ERROR: Found 8 problems in 'check -assert'., Area leader share a little under half, AO/OA Area Share 0%, Syn. warnings 1, Post-Synth Adder-Cell Area 2.40%, Fail Step synthesis, post-synthesis cell type count 12, ys flops 16, mux share 0%, comb area leader XOR/XNOR gates, XOR-XNOR Cells, Area Fraction between 10% and 20%
cells by family after synthesis:
group | count (synthesis)
DFF | 16
buffers and inverters | 2
and+or+nand+nor | 8
adders and majority gates | 1
xor gates and xnor gates | 6
cells in the mapped netlist:
library cell / n
edfxtp_1: 8
nor3_2: 1
nor2_1: 1
nand3_1: 2
nand3_2: 1
dfxtp_1: 8
and3_1: 1
xor2_1: 3
ha_1: 1
nand2_1: 2
xnor2_1: 3
inv_1: 2
