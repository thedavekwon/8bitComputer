==> flow/design.v <==
module alu (output reg [7:0] dataOut,
            input [7:0]      dataInACC,  
            input [7:0]      dataIn,  
            input [1:0]      control,  
            input [7:0]      pc
           );
    always @ (pc or control or dataIn or dataInACC) begin
        if(control == 2'b00) begin             
            dataOut = dataInACC + dataIn;
        end else if(control == 2'b01) begin    
            dataOut = dataInACC ~& dataIn;
        end else if(control == 2'b10) begin    
            if(dataInACC !=   8'b0000_0000) begin
                dataOut =   pc;
            end else begin
                dataOut =   dataIn;
            end
        end else if(control == 2'b11) begin    
            if(dataInACC < dataIn) begin
                dataOut = 8'b0000_0001;
            end else begin
                dataOut = 8'b0000_0000;
            end
        end
    end
    initial dataOut = 8'b0000_0000;
endmodule
==> flow/run.sh <==
#!/bin/bash
# OpenROAD 26Q1-2900-gdf79404cd8, Yosys 0.63+post, stock flow scripts
make -C /OpenROAD-flow-scripts/flow DESIGN_CONFIG=/design/flow/config.mk WORK_HOME=/design/flow/orfs finish
==> flow/config.mk <==
export PLATFORM = sky130hd
export DESIGN_NAME = alu
export DESIGN_NICKNAME = alu
export VERILOG_FILES = /design/flow/design.v
export SDC_FILE = /design/flow/constraint.sdc
export NUM_CORES = 4
export LEC_CHECK = 1
export CORE_AREA = 10 10 73 73
export DIE_AREA = 0 0 83 83
==> flow/constraint.sdc <==
current_design alu

set clk_period 7.9
set clk_io_pct 0.2

create_clock -name clk0 -period $clk_period

set non_clock_inputs [all_inputs -no_clocks]
set_input_delay [expr $clk_period * $clk_io_pct] -clock clk0 $non_clock_inputs
set_output_delay [expr $clk_period * $clk_io_pct] -clock clk0 [all_outputs]
==> flow_summary.toml <==
# implementation run metrics
[status]
status = "complete, no violations"

[synthesis]
yosys.stat.chipArea_sq_um = 892
netlist_instances = 118
async_reset_ff_frac = 0
ff_type = "sky130_fd_sc_hd__dlxtn_1"
area_of_the_mapped_netlist_sq_um = 892
synth-warning-count = 1
yosys_register_bits = 8
synth.distinct_cells = 39
edf_count = 0
yosys-stat-cells = 118
synthesis.area_per_instance_sq_um = 7.56

[timing]
max_slew.worst_pin.slew_ns = 0.519
fmaxAchievable_ghz = 0.171
finalCritPeriodShare = 0.741
period_minus_slack_ns = 5.86
grt_setup_unrepaired = "no"
final.setup.tns_ns = 0
setup_viol_count_final = 0
slew_violations = 0
timing_hold_violations_final = 0
maxSlewHeadroom = 0.653
untimed_endpoints = 8
number_of_register_pins_that_no_clock_reaches = 8

[floorplan]
core-area_sq_mm = 0.00374
chipHeight_microns = 83
initCoreUtil = 0.238
boundaryPins = 34
fp.dieArea_sq_mm = 0.00689
dieWidth_microns = 83
floorplan.rows = 22

[run]
warning_count = 40
max_cap_violations = 0

[clock_tree]
cell_resize_tally_after_clock_tree_synthesis = 0
cts_post_setup_buffers_inserted = 0
postCtsHoldBufs = 0

[route]
drc = 0
antenna_left = 0
dr_total_vias = 898
wirelength_per_cell_microns = 11.8
dr.first_iter.drc_count = 59
vias_per_cell = 4.40
firstDrtPassIters = 4
detail_route.wirelength_microns = 2400
detail_route.antenna_diodes = 0

[setup_path]
worstPathArrival_ns = 4.28
end_kind = "output pin"
path_max_fanout = 14
startpoint = "control[0]"
endpoint = "dataOut[0]"
path_class = "input port to output pin"
required_ns = 6.32
startpoint_type = "input port"

[cells_and_area]
synthesis_to_finish_area_growth_pct = 46.4
final.fill_count = 419
most_common_logic_cells_in_the_final_layout = "sky130_fd_sc_hd__clkdlybuf4s50_1, sky130_fd_sc_hd__ha_1, sky130_fd_sc_hd__inv_1"
final_layout_size_suffix_gt1_frac = 0.0385
lay_top_count = "sky130_fd_sc_hd__clkdlybuf4s50_1"
largest_register_ff_count = 8
finish.utilization = 0.349

[global_route]
groute.usage.overall = 0.0684
antenna_found_initial = 0
largest_net_degree_at_the_start_of_global_routing = 15
globalRoute.totalOverflow = 0
via_count_of_the_first_global_routing_pass = 920
grt_pass1_wl_microns = 4230

[place]
detailed_place_hpwl_microns = 2100
port_buffers = 34
gpl.final_weighted_congestion = 0.856

[power]
vdd.ir_drop.worst_uv = 17.1
powerDensity_mw_per_mm2 = 49.9
leakage_nw = 0.596
==> routing by layer <==
layer / track usage / share of wire / vias up
met3: 0.0108 / 0.046 / 0
met2: 0.118 / 0.49 / 16
met1: 0.0919 / 0.47 / 392
met4: 0 / 0 / 0
li1: - / - / 490
met5: 0 / 0 / -
==> critical path, cell delays in order <==
cell,delay (ns)
sky130_fd_sc_hd__clkdlybuf4s50_1,0.76
sky130_fd_sc_hd__nand2b_1,0.35
sky130_fd_sc_hd__inv_1,0.14
sky130_fd_sc_hd__a2111oi_0,0.44
sky130_fd_sc_hd__o22a_1,0.22
sky130_fd_sc_hd__dlxtn_1,0.33
sky130_fd_sc_hd__clkdlybuf4s50_1,0.46
==> through the flow <==
step           setup slack (ns)  power (mW)  std cells  area [sq um]
4_1_cts                    2.00      0.0661        204          1310
3_5_place_dp               2.04      0.0657        204          1310
3_3_place_gp               2.02      0.0658        204          1310
6_report                   2.04      0.0652        204          1310
5_1_grt                    1.80      0.0744        204          1310
2_1_floorplan              3.20      0.0385        125           918
==> synthesized netlist by cell type (all sizes together), types with 2 or more instances <==
cell type	instances	share of area
a21oi	11	0.062
clkbuf	2	0.0084
dlxtn	8	0.13
ha	16	0.22
inv	13	0.055
mux2	2	0.029
mux2i	4	0.045
nand2	4	0.017
nand2b	2	0.014
nor2	10	0.042
nor2b	4	0.028
nor3	3	0.022
nor3b	2	0.022
nor4	2	0.014
o211ai	2	0.017
o21ai	8	0.045
o21bai	2	0.017
o22ai	4	0.028
or2	2	0.014
xor2	3	0.029
==> where the power goes <==
part	internal (mW)	total, mW	switching [mW]
combinational	0.0329	0.0598	0.0269
sequential	0.00491	0.00543	0.000511
clock	0	0	0
total	0.0378	0.0652	0.0274
==> cells by family after synthesis <==
| group | Yosys count | synth area share |
|---|---|---|
| other | 1 | 0.00420 |
| and+or+nand+nor | 32 | 0.195 |
| AOI/OAI and AO/OA | 34 | 0.237 |
| muxes | 6 | 0.0743 |
| xor gates and xnor gates | 4 | 0.0393 |
| adders and majority gates | 17 | 0.247 |
| buffers and inverters | 16 | 0.0687 |
| latches | 8 | 0.135 |
==> area by class of cell <==
class | count | area [sq um] | share of cell area
inverters | 13 | 48.8 | 0.0374
well taps | 48 | 60.1 | 0.0460
multi-input cells | 101 | 737 | 0.564
flip-flops and latches | 8 | 120 | 0.0920
repair buffers | 34 | 340 | 0.261
Power figures rest on the tool's default switching activity, not on a simulated workload.
